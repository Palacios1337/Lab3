## design.v

```verilog
module Register64(din,clk,rst,load,dout);
parameter N = 32;
input clk;
input rst;
input load;
input [N-1:0]din;
output reg [N-1:0]dout;
always @(posedge clk) begin
	if(rst == 1)
		dout <= 0;
	else if (load ==1)
		dout <= din;
	end
endmodule
```

## run.sh

```bash
#!/bin/bash
# OpenROAD 26Q1-2900-gdf79404cd8, Yosys 0.63+post, stock flow scripts
make -C /OpenROAD-flow-scripts/flow DESIGN_CONFIG=/design/flow/config.mk WORK_HOME=/design/flow/orfs finish
```

## config.mk

```make
export PLATFORM = sky130hd
export DESIGN_NAME = Register64
export DESIGN_NICKNAME = Register64
export VERILOG_FILES = /design/flow/design.v
export SDC_FILE = /design/flow/constraint.sdc
export NUM_CORES = 4
export LEC_CHECK = 1
export CORE_UTILIZATION = 30
```

## constraint.sdc

```tcl
current_design Register64

set clk_period 1.0
set clk_io_pct 0.2

create_clock -name clk0 -period $clk_period [get_ports {clk}]

set non_clock_inputs [all_inputs -no_clocks]
set_input_delay [expr $clk_period * $clk_io_pct] -clock clk0 $non_clock_inputs
set_output_delay [expr $clk_period * $clk_io_pct] -clock clk0 [all_outputs]
```

==> results.txt <==
yosys + openroad results -> post-route minimum period=964 ps, critical path arrival=760 ps, Pwr Density=1560 mW/mm², Flop pwr share=47.2%, detailed-route wire length=2.46 mm, most flop-heavy register=dout, Gate power share=13.2%, Hold WS=426 ps, final clock skew=0 ps, fin cells=222, vias per cell=4.28, Vias=950, H-tree lvl count=2, Avg Cell Area, Syn=11.3 µm², DRC Markers=0, Reg2Reg Setup Slack=380 ps, WS Path Type=flip-flop to output pin, total gr overflow=0, die height=64.3 µm, reg2reg end=dout[27]$_SDFFE_PP0P_, Synth Warn #=1, clock latency on the worst-skew pair=270 ps, RSZ-0062 raised after global routing=false, Syn Inst Count=103, Mapped Area=0.00116 mm², Clock power frac=39.6%, max FFs per register=32, first-pass GRT wire length=4.26 mm, worst slew pin tran=142 ps, Area growth syn-to-layout=64.3%, Flops after synth=32, placed cells=214, ys cells=103, Buf/Inv on CP=1, Hold EP=dout[21]$_SDFFE_PP0P_, CTS Hold Bufs=0, CP Launch Point=dout[28]$_SDFFE_PP0P_, Power, Total=2.97 mW, CP Max Fanout=2, Hold Crit Depth=4, IO Pins=67, YS chip area=0.00116 mm², Num CTS Buffers=5, P_sw=0.598 mW, Largest regs=dout x32, Cell Int Power=2.38 mW, WP data required=800 ps, Clock Pin Slew Worst Setup and Hold Paths=60 ps, total die size=0.00413 mm², share of cells above drive strength 1=36.8%, worst rel slew slack=90.3%, FF-to-FF path depth=2, final tally of max-slew violations=0, MaxCap Viol Count=0, FP Rows=22, tally of OpenROAD warnings=25, Logic cell area=440 µm², core area=0.00369 mm², DP HPWL=1.73 mm, # port buffers=66, filler instances=352, Tightest Hold Check Type=input pin to flip-flop, First DRT Iteration DRCs=16, CTS tree=done, die width=64.3 µm, Flop area=681 µm², Ant. Diodes=0, largest net degree at the start of global routing=33, Avg WL per Cell=11.1 µm, clock root cell=clkbuf_8, initial antenna violation count=0, cycle use final=96.4%, number of nets with antenna violations after routing=0, Top cells excl fill/tap=33 x clkdlybuf4s50_1, 32 x mux2i_1, 32 x nor2_1, 32 x dfxtp_2, 19 x clkbuf_2, distinct lib cells=6, drt pass-1 iters=3, min-delay src=load, Sw Ratio=20.1%, Max rail drop VDD=0.00115 V, Static Leak=0.889 nW, vias in the first global route=976, maximum root-to-sink buffer count=2, final count of hold timing violations=0, GRT Overall Usage=13.4%, CP Capture Type=output pin, reg2reg start=dout[27]$_SDFFE_PP0P_, dominant logic cell type in the layout=clkdlybuf4s50_1, register share after synthesis=55.1%, Core Util at FP=31.5%, Worst path max stage delay=330 ps, number of setup buffers added after CTS=0, CTS sink cnt=32, CP startpoint kind=flip-flop, outcome=finished clean, Worst path slowest cell=dfxtp_2, cell family with most CP delay=flip-flops, Max Fclk=1040 MHz, Final Setup Violations=0, RD Place Congestion=0.700, CP Cell Sequence=clkdlybuf4s15_1
[power groups by stage]
| stage | Combinational [mW] | Clock, mW | Sequential, mW |
|---|---|---|---|
| 4_1_cts | 0.422 | 1.22 | 1.41 |
| 5_1_grt | 0.436 | 1.28 | 1.42 |
| 6_report | 0.392 | 1.18 | 1.40 |
[cells in the mapped netlist]
cell type	n	area, µm²
nor2_1	32	120
dfxtp_1	32	641
buf_6	1	11.3
clkbuf_1	3	11.3
mux2i_1	32	320
buf_12	3	60.1
[final cells by class]
type | count | area share (%)
clock inverters | 2 | 1.83
well taps | 48 | 3.14
multi-input cells | 64 | 23.0
clock buffers | 6 | 3.80
flip-flops and latches | 32 | 35.6
repair buffers | 70 | 32.6
[layer usage]
metal | wire (µm) | track usage [%] | vias up
met5 | 0 | 0 | -
met4 | 44 | 1.94 | 0
met3 | 284 | 6.16 | 6
met2 | 1010 | 19.6 | 44
met1 | 1120 | 18.9 | 423
li1 | - | - | 477
[worst max path at each step]
stage	endpoint	slack [ps]	depth (start not counted)
finish	dout[28]	40	1
CTS	dout[21]	0.007	1
global route	dout[0]	1	1
[what timing repair did]
| item | in CTS | in global routing |
|---|---|---|
| hold endpoints to repair | 0 | 0 |
| setup endpoints to repair | 32 | 19 |
| resized | 97 | 19 |
[cells by family after synthesis]
kind of cell	synth area share (%)
buf+inv	7.10
flops	55.1
mux	27.5
simple gates	10.3
[stage by stage]
stage               area (µm²)  setup TNS [ps]  utilization (%)  setup WS, ps
floorplan                 1160               0                -           207
global placement          1860           -2420             50.5         -77.7
detailed placement        1860           -2870             50.5         -94.6
CTS                       2010               0             54.4       0.00749
global route              1910               0             51.8          1.14
finish                    1910               0             51.8          35.9
No activity file was given, so power comes from the tool's default toggle rates.
